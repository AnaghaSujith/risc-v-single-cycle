==> flow/run.sh <==
#!/bin/bash
# OpenROAD 26Q1-2900-gdf79404cd8, Yosys 0.63+post, stock flow scripts
make -C /OpenROAD-flow-scripts/flow DESIGN_CONFIG=/design/flow/config.mk WORK_HOME=/design/flow/orfs finish
==> flow/config.mk <==
export PLATFORM = sky130hd
export DESIGN_NAME = risc_v
export DESIGN_NICKNAME = risc_v
export VERILOG_FILES = /design/flow/design.v
export SDC_FILE = /design/flow/constraint.sdc
export NUM_CORES = 4
export LEC_CHECK = 1
export CORE_UTILIZATION = 40
export SYNTH_MEMORY_MAX_BITS = 65536
==> flow/constraint.sdc <==
current_design risc_v

set clk_period 102.8
set clk_io_pct 0.2

create_clock -name clk0 -period $clk_period [get_ports {clk}]

set non_clock_inputs [all_inputs -no_clocks]
set_input_delay [expr $clk_period * $clk_io_pct] -clock clk0 $non_clock_inputs
set_output_delay [expr $clk_period * $clk_io_pct] -clock clk0 [all_outputs]
==> flow/design.v <==
module ALU_ctrl_unit(
    input [6:0] opcode,
    input [2:0] funct3,
    input [6:0] funct7,
    output reg [3:0] alu_op
    );
    always @ (*) begin
        if(opcode==7'b0110011) begin  
            case( funct3)
                10'b0000000_000 : alu_op = 4'b0000;      
                10'b0100000_000 : alu_op = 4'b0001;      
                10'b0000000_100 : alu_op = 4'b0010;      
                10'b0000000_111 : alu_op = 4'b0011;      
                10'b0000000_110 : alu_op = 4'b0100;      
                10'b0000000_001 : alu_op = 4'b0101;      
                10'b0000000_101 : alu_op = 4'b0110;      
                default          : alu_op = 4'b1111;     
            endcase
        end 
        else if (opcode == 7'b0010011) begin   
            case(funct3)
                3'b000 : alu_op = 4'b0000;  
                3'b100 : alu_op = 4'b0010;  
                3'b110 : alu_op = 4'b0100;  
                3'b111 : alu_op = 4'b0011;  
                default: alu_op = 4'b1111;  
            endcase
         end
         else
            alu_op = 4'b1111;
      end
endmodule
module ALU_func(
    input [31:0] a,
    input [31:0] b,
    input [3:0] ALU_ctrl,
    output reg [31:0] result,
    output reg zero_flag
    );
    always @ (*) begin
        case(ALU_ctrl)
            4'b0000 : result = a+b;  
            4'b0001 : result = a-b;  
            4'b0010 : result = a^b;  
            4'b0011 : result = a&b;  
            4'b0100 : result = a|b;  
            4'b0101 : result = a<<b[4:0];    
            4'b0110 : result = a>>b[4:0];    
            default : result = 0;    
        endcase
        if (result == 0)
            zero_flag = 1'b1;
        else
            zero_flag = 1'b0;          
    end
endmodule
module data_mem(
    input clk,
    input mem_wr,
    input mem_rd,
    input [31:0] addr,
    input [31:0] wr_data,
    output reg [31:0] rd_data
    );
    reg [31:0] memory [255:0];
    always @ (posedge clk) begin
        if(mem_wr)
            memory[addr[9:2]]<=wr_data;
    end
    always @(*) begin
        if(mem_rd) 
            rd_data = memory[addr[9:2]];
        else
            rd_data = 0;
    end
endmodule
module instmem(
    input [31:0] addr,
    input rst,
    output [31:0] instr
);
    reg [7:0] Memory [63:0];  
    assign instr = {Memory[addr+3],Memory[addr+2],Memory[addr+1],Memory[addr]};
    always @(rst)
    begin
        if(rst == 1)
        begin
            Memory[3] = 8'h00;
            Memory[2] = 8'h94;
            Memory[1] = 8'h03;
            Memory[0] = 8'h33;
            Memory[7] = 8'h41;
            Memory[6] = 8'h39;
            Memory[5] = 8'h03;
            Memory[4] = 8'hb3;
            Memory[11] = 8'h03;
            Memory[10] = 8'h5a;
            Memory[9] = 8'h02;
            Memory[8] = 8'hb3;
            Memory[15] = 8'h01;
            Memory[14] = 8'h7b;
            Memory[13] = 8'h4e;
            Memory[12] = 8'h33;
            Memory[19] = 8'h01;
            Memory[18] = 8'h9c;
            Memory[17] = 8'h1e;
            Memory[16] = 8'hb3;
            Memory[23] = 8'h01;
            Memory[22] = 8'hbd;
            Memory[21] = 8'h5f;
            Memory[20] = 8'h33;
            Memory[27] = 8'h00;
            Memory[26] = 8'hd6;
            Memory[25] = 8'h7f;
            Memory[24] = 8'hb3;
            Memory[31] = 8'h00;
            Memory[30] = 8'hf7;
            Memory[29] = 8'h68;
            Memory[28] = 8'hb3;
            Memory[35] = 8'h00;  
            Memory[34] = 8'h50;
            Memory[33] = 8'h85;
            Memory[32] = 8'h13;  
            Memory[39] = 8'h00;
            Memory[38] = 8'hF0;
            Memory[37] = 8'hC5;
            Memory[36] = 8'h93;
            Memory[43] = 8'h00;
            Memory[42] = 8'hC1;
            Memory[41] = 8'h66;
            Memory[40] = 8'h13;
            Memory[47] = 8'h00;
            Memory[46] = 8'h81;
            Memory[45] = 8'hE6;
            Memory[44] = 8'h93;
            Memory[51] = 8'h00;
            Memory[50] = 8'h20;
            Memory[49] = 8'h50;
            Memory[48] = 8'h23;          
            Memory[55] = 8'h00;
            Memory[54] = 8'h31;
            Memory[53] = 8'h00;
            Memory[52] = 8'h03;
            Memory[59] = 8'h00;
            Memory[58] = 8'h00;
            Memory[57] = 8'h00;
            Memory[56] = 8'h33;
        end
    end
endmodule
module regfile(
    input clk,
    input rst,
    input [4:0] rs1,
    input [4:0] rs2,
    input [4:0] rd,
    input wr_en,
    input [31:0] rd_data,
    output [31:0] rs1_data,
    output [31:0] rs2_data
    );
    reg [31:0] registers [0:31];
    always @(posedge clk) begin
        if (rst) begin
             registers[0] <= 32'h0;
             registers[1] <= 32'h1;
             registers[2] <= 32'h2;
             registers[3] <= 32'h3;
             registers[4] <= 32'h4;
             registers[5] <= 32'h5;
             registers[6] <= 32'h6;
             registers[7] <= 32'h7;
             registers[8] <= 32'h8;
             registers[9] <= 32'h9;
             registers[10] <= 32'h10;
             registers[11] <= 32'h11;
             registers[12] <= 32'h12;
             registers[13] <= 32'h13;
             registers[14] <= 32'h14;
             registers[15] <= 32'h15;
             registers[16] <= 32'h16;
             registers[17] <= 32'h17;
             registers[18] <= 32'h18;
             registers[19] <= 32'h19;
             registers[20] <= 32'h20;
             registers[21] <= 32'h21;
             registers[22] <= 32'h22;
             registers[23] <= 32'h23;
             registers[24] <= 32'h24;
             registers[25] <= 32'h25;
             registers[26] <= 32'h26;
             registers[27] <= 32'h27;
             registers[28] <= 32'h28;
             registers[29] <= 32'h29;
             registers[30] <= 32'h30;
             registers[31] <= 32'h31;
       end
       else if (wr_en && rd!=0)
        registers[rd] <= rd_data;
    end
    assign rs1_data = registers[rs1];
    assign rs2_data = registers[rs2];
endmodule
`timescale 1ns / 1ps
module risc_v(
    input clk,
    input rst,
   output zero
     );
    reg [31:0] pc;
    wire [31:0] instr;
    wire [31:0] reg_rdata1, reg_rdata2;
    reg [31:0] reg_wdata;
    reg reg_write;
    wire [31:0] imm_s = {{20{instr[31]}}, instr[31:25], instr[11:7]};
    wire [31:0] imm_i = {{20{instr[31]}}, instr[31:20]};
    instmem mem1(.addr(pc),.rst(rst), .instr(instr));   
    wire [6:0] opcode = instr[6:0];
    wire [4:0] rd     = instr[11:7];
    wire [2:0] funct3 = instr[14:12];
    wire [4:0] rs1    = instr[19:15];
    wire [4:0] rs2    = instr[24:20];
    wire [6:0] funct7 = instr[31:25];
    regfile reg1 ( .clk(clk), 
                    .rst(rst), 
                    .rs1(rs1), 
                    .rs2(rs2), 
                    .rd(rd), 
                    .wr_en(reg_write), 
                    .rd_data(reg_wdata),
                    .rs1_data(reg_rdata1), 
                    .rs2_data(reg_rdata2)
                    );
      wire [3:0] ALU_ctrl;
      wire [31:0] ALU_res;
      ALU_ctrl_unit ALU_ctrl1( .opcode(opcode),
                               .funct3(funct3),
                               .funct7(funct7),
                               .alu_op(ALU_ctrl)
                               );
      wire [31:0] ALU_input2 = (opcode == 7'b0010011 || opcode == 7'b0000011) ? imm_i :(opcode == 7'b0100011) ? imm_s : reg_rdata2;
      ALU_func ALU1( .a(reg_rdata1),
                     .b(ALU_input2),
                     .ALU_ctrl(ALU_ctrl),
                     .result(ALU_res),
                     .zero_flag(zero)
                     );
      wire [31:0] data_mem_rd;
      reg mem_wr, mem_rd;
        data_mem dmem (
            .clk(clk),
            .mem_wr(mem_wr),
            .mem_rd(mem_rd),
            .addr(ALU_res),
            .wr_data(reg_rdata2),
            .rd_data(data_mem_rd)
        );
      always @ (posedge clk, posedge rst) begin
        if(rst)
            pc <= 0;
        else
            pc <= pc+4;
      end
      always @ (*) begin
        case (opcode)
            7'b0110011 : begin
            reg_write = 1;
            mem_rd = 0;
            mem_wr = 0;
            reg_wdata = ALU_res;
        end
            7'b0010011 : begin
            reg_write = 1;
            mem_rd = 0;
            mem_wr = 0;
            reg_wdata = ALU_res;
        end 
            7'b0000011 : begin
            reg_write = 1;
            mem_rd = 1;
            mem_wr = 0;
            reg_wdata = data_mem_rd;
        end 
            7'b0100011 : begin
            reg_write = 0;
            mem_rd = 0;
            mem_wr = 1;
        end 
        default : begin
            reg_write = 0;
            reg_wdata = 0;
            mem_rd = 0;
            mem_wr = 0;
        end
      endcase
    end
assign dbg_pc         = pc;
assign dbg_instr      = instr;
assign dbg_reg1       = reg_rdata1;
assign dbg_reg2       = reg_rdata2;
assign dbg_ALU_ctrl   = ALU_ctrl;
assign dbg_ALU_result = ALU_res;
assign dbg_wr_en      = reg_write;
endmodule
==> summary.txt <==
Synthesis and place-and-route results.

- The flop-to-flop setup slack is 96.15 ns.
- Dividing the detail-routed via count by the number of cells gives 5.361.
- A synthesized cell averages 11.91 µm².
- The power spent charging and discharging nets is 788.7 µW.
- For this block, the initial DRC count from the detailed router was 6,983.
- The global-route wire length before repair is 554,700 µm.
- 32 endpoints have no timing constraint.
- According to the floorplan report, the placeable core area is 290,800 µm².
- The number of antenna violations at the first check in global routing is 19.
- The aggregate negative setup slack is 0 ns.
- The floorplan core density is 40.20%.
- The residual DRC count is 0.
- The count of mapped cells out of synthesis is 9,814.
- Registers are responsible for 44.9% of the overall power.
- STA classifies the critical path endpoint as an output pin.
- Of all cell types, the one taking the most synthesized area is sky130_fd_sc_hd__edfxtp_1.
- Across the routed clock network, the largest skew measured is 0.04511 ns.
- In this run the worst hold path is classified as reg -> reg.
- After synthesis, the cell types taking the most area are sky130_fd_sc_hd__edfxtp_1 63%, sky130_fd_sc_hd__nand2_1 6.6%, sky130_fd_sc_hd__a311oi_1 3.5%, sky130_fd_sc_hd__mux2i_1 2.8%, sky130_fd_sc_hd__and2_1 2.3%.
- Once synthesis finished, the tally of register bits stood at 2,478.
- The report lists the power per cell area as 19.47 nW/µm².
- The critical path starts at pc[5]$_DFF_PP0_.
- The run finished with clean final reports.
- The wire length per cell after detailed routing is 24.47 µm.
- The aggregate global-route resource usage is 27.84%.
- The number of clock buffers inserted by TritonCTS is 273.
- The main flop type after synthesis is sky130_fd_sc_hd__edfxtp_1.
- The pin count of the biggest net entering global routing is 208.
- Per the gpl log, the routability congestion estimate is 1.029.
- Per the timing report, the achievable frequency comes out to 30.74 MHz.
- The number of max-capacitance violations reported is 0.
- The share of total power dissipated in the clock network is 35.0%.
- The critical path maximum fanout is 63.
- The synthesis area per yosys is 116,900 µm².
- The floorplan report gives the top-level pin count as 3.
- The startpoint identified for the worst register-to-register timing path is pc[2]$_DFF_PP0_.
- The top cell type by area accounts for 62.72% of the synthesized area.
- The floorplan die height is 542.6 µm.
- The final route contains 83,600 vias.
- After floorplanning, the die was sized to cover 294,400 µm².
- The pin closest to its max-slew limit shows a slew of 1.107 ns.
- Measured in cells, the most critical reg-to-reg path has a length of 16.
- Net switching is 29.62% of the power.
- The shortest clock period the worst path allows after layout is 32.54 ns.
- The final setup slack of the worst path is 70.26 ns.
- The kind of critical path is reg -> out.
- The post-synthesis to final-layout area growth is 17.01%.
- The via count of the first global-routing pass was 82,510.
- The number of cells in the finished layout apart from fillers is 15,600.
- The number of enable flip-flop cells is 2,442.
- The design internal power is 1874 µW.
- Detailed placement ended at an HPWL of 232,300 µm.
- The detailed-route wire length is 381,600 µm.
- The number of placed instances, taps included, is 15,120.
- The count of buffers added by post-CTS timing repair for setup is 0.
- In the final layout, the fill cell count is 25,440.
- Pins over their slew limit in the final report were tallied at 0.
- VDD sags by at most 0.00001783 V.
- Setup slack on the worst path after placement came out at 71.32 ns.
- Yosys stat counts 9,814 cells in the synthesized netlist.
- Across all stage logs, warnings added up to 105.
- The async set-or-reset flop fraction in the synthesized netlist is 0.1614%.
- The first detailed-routing pass ran for 6 iterations.
- The number of setup violations in the final report is 0.
- STA lists the startpoint of the worst hold path as pc[2]$_DFF_PP0_.
- The relative slew slack is 26.19%.
- On the critical path the data arrives at 11.98 ns.
- The worst setup path is launched from a flip-flop.
- The maximum number of buffers from clock root to sink is 4.
- The combinational share of power is 20.1%.
- The yosys warning tally is 46.
- The standard cell with the maximum stage delay on the critical path is sky130_fd_sc_hd__nand3_4.
- The CTS clock-pin slew for the worst setup and hold paths is 0.06 ns.
- The capture point of the worst path is zero.
- Per the detailed placement report, the placed cell area equals 128,400 µm².
- The maximum cell stage delay along the critical path is 0.70 ns.
- The tightest hold path in the finished design has a slack of 0.6088 ns.
- After routing the design area is 136,800 µm².
- The final hold violation count is 0.
- The summed instance area of the synthesized netlist is 116,900 µm².
- The insertion delay at the late pin of the worst-skew pair is 0.91 ns.
- For this design, the CTS-stage hold fixing added 0 buffers.
- The tree is rooted in a sky130_fd_sc_hd__clkbuf_16.
- The end of the worst register-to-register path is dmem.memory[49][31]$_DFFE_PP_.
- OpenROAD reports that the post-layout worst path occupies 31.65% of the period.
- The required time at the worst-slack endpoint is 82.24 ns.
- The proportion of layout cells with a drive suffix above 1 is 7.404%.
- The clock tree from TritonCTS is yes.
- The leakage power is 0.05210 µW.
- The count of nets left with antenna violations once routing finished came out at 0.
- The number of distinct library cell variants in the gate-level netlist after synthesis is 113.
- The number of core rows is 198.
- The number of register pins that no clock reaches is 32.
- The cell occurring most often along the worst timing path is sky130_fd_sc_hd__buf_4.
- The H-tree generated during clock tree synthesis spans 5 levels.
- The count of instances resized after the clock tree is built is 0.
- Setup repair after global routing left no endpoint under its margin.
- The total overflow reported by the global router is 0.
- Input and output buffers added on the ports amount to 2.
- The die outline width is 542.6 µm.
logic make-up (layout without fill, tap and decap cells):
family	count (synthesis)	in the layout	share of synthesized area [%]
muxes	341	341	2.946
xor gates and xnor gates	60	60	0.4495
AOI/OAI and AO/OA	1951	1951	13.00
adders and majority gates	108	108	1.162
other	2	1977	0.006424
buffers and inverters	1121	1027	4.188
latches	32	32	0.4110
DFF	2446	2446	62.81
and+or+nand+nor	3753	3753	15.02
through the flow:
stage          util [%]  total power, µW
2_1_floorplan         -             1560
3_3_place_gp      44.15             1750
3_5_place_dp      44.15             1757
4_1_cts           47.03             2692
5_1_grt           47.03             2780
6_report          47.04             2663
worst max-delay path: cells and delay by family (launching register included):
| kind | cells | cell delay, ns |
|---|---|---|
| simple gates | 14 | 4.72 |
| buf+inv | 6 | 2.73 |
| xor+xnor | 1 | 0.20 |
| compound gates | 10 | 2.26 |
| flops | 1 | 0.65 |
| fa+ha+maj | 1 | 0.35 |
cells in the final DEF (no fill, tap or decap), drive strengths merged, types with 21 or more instances in the layout:
cell type and n:
a211o 32, a32oi 40, nor3 187, o22ai 21
inv 246, nand2 2049, mux2i 328, clkinv 96
and3 280, nand3 345, buf 328, and2 436
clkbuf 335, o311a 61, a21oi 158, xnor2 47
conb 1965, a21o 43, a211oi 327, nor2 177
and4 83, a22oi 42, o31ai 63, nand4 37
or3 39, a221oi 115, ha 107, nor4 68
edfxtp 2442, a311oi 474, dlxtn 32, o221ai 29
a31oi 69, o211ai 130, o21ai 189
power groups by stage:
| stage | clock (µW) | combinational, µW | sequential, µW |
|---|---|---|---|
| after CTS | 952 | 544 | 1200 |
| after global routing | 987 | 591 | 1200 |
| final | 931 | 536 | 1200 |
layer usage:
layer | track usage (%) | up-vias | share of wire, %
met4 | 12.03 | 37 | 5.6
met5 | 0.7233 | - | 0.18
met1 | 36.55 | 39840 | 37
met3 | 13.64 | 1015 | 13
met2 | 40.68 | 4074 | 45
li1 | - | 38640 | -
worst min path at each step:
stage,end,depth (start not counted)
4_1_cts,pc[2]$_DFF_PP0_,1
6_report,pc[2]$_DFF_PP0_,1
5_1_grt,pc[2]$_DFF_PP0_,1
Yosys cell counts, types with 184 or more instances:
cell type,instances
sky130_fd_sc_hd__nand2_1,2049
sky130_fd_sc_hd__and2_1,434
sky130_fd_sc_hd__mux2i_1,327
sky130_fd_sc_hd__nor3_1,184
sky130_fd_sc_hd__buf_2,338
sky130_fd_sc_hd__edfxtp_1,2442
sky130_fd_sc_hd__clkbuf_1,409
sky130_fd_sc_hd__a311oi_1,473
sky130_fd_sc_hd__a211oi_1,316
sky130_fd_sc_hd__and3_1,280
sky130_fd_sc_hd__inv_1,223
sky130_fd_sc_hd__nand3_1,344
sequential cells by signal, summed over array words and instances (netlist names):
signal	flops
reg1.registers	1018
dmem.memory	1424
pc	4
reg_wdata	32
layout make-up:
type / count / area [µm²] / area share (%)
diodes: 12 / 30.03 / 0.02195
clock buffers: 335 / 7107 / 5.195
clock inverters: 133 / 1252 / 0.9155
inverters: 230 / 865.8 / 0.6329
multi-input cells: 8178 / 46090 / 33.69
flip-flops and latches: 2478 / 73920 / 54.03
well taps: 3900 / 4880 / 3.567
repair buffers: 329 / 2655 / 1.941
Power figures rest on the tool's default switching activity, not on a simulated workload.
